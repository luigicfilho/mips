### design/flow/run.sh
#!/bin/bash
# OpenROAD 26Q1-2900-gdf79404cd8, Yosys 0.63+post, stock flow scripts
make -C /OpenROAD-flow-scripts/flow DESIGN_CONFIG=/design/flow/config.mk WORK_HOME=/design/flow/orfs finish
### design/flow/config.mk
export PLATFORM = sky130hd
export DESIGN_NAME = regfile
export DESIGN_NICKNAME = regfile
export VERILOG_FILES = /design/flow/design.v
export SDC_FILE = /design/flow/constraint.sdc
export NUM_CORES = 4
export LEC_CHECK = 1
export CORE_UTILIZATION = 50
### design/flow/design.v
module regfile (
	clk, 
	w_data, 
	w_ena, 
	r1_data, 
	r2_data, 
	w_addr, 
	r1_addr, 
	r2_addr
	);
parameter MEM_WIDTH = 16;
parameter MEM_DEPTH = 31;
parameter ADDR_WIDTH = 5;  
input clk;
input w_ena;
input [MEM_WIDTH-1:0] w_data;
input [ADDR_WIDTH-1:0] w_addr, r1_addr;
input [ADDR_WIDTH-1:0] r2_addr;
output reg [MEM_WIDTH-1:0]r1_data;
output reg [MEM_WIDTH-1:0]r2_data;
reg [MEM_WIDTH-1:0]MEM[0:MEM_DEPTH];
always @(r1_addr or r2_addr)
begin
		if (r1_addr == 5'd0)
			r1_data = 32'd0;
		else
			r1_data = MEM[r1_addr];
		if (r2_addr == 5'd0)
			r2_data = 32'd0;
		else
			r2_data = MEM[r2_addr];
end
always @(posedge clk)
begin
	if (w_ena)
		begin
			MEM[w_addr] <= w_data;
		end
end
endmodule
### design/flow/constraint.sdc
current_design regfile

set clk_period 4.7
set clk_io_pct 0.2

create_clock -name clk0 -period $clk_period [get_ports {clk}]

set non_clock_inputs [all_inputs -no_clocks]
set_input_delay [expr $clk_period * $clk_io_pct] -clock clk0 $non_clock_inputs
set_output_delay [expr $clk_period * $clk_io_pct] -clock clk0 [all_outputs]
==> Changelog: implementation <==
### Implementation results

* Total GRT Usage at around a third
* Crit Path Class: primary input to output port
* Placed Cells at 1984
* Regs by FF count: MEM: 512 flops
* YS chip area at between 20000 and 25000 µm²
* H-Tree Depth at 2
* Crit-path max FO at 25
* Max-cap viol count at 0
* Unique masters post-synth at 39
* Power Density at 363 nW/µm²
* Initial antenna violation count at 1
* Hold Crit Endpoint: MEM[11][13]
* CP most frequent cell: buf_4
* Post-synthesis cell area at around 24000 µm²
* WP buf/inv at 4
* Area growth from synthesis to final layout at 16.1%
* Max reg flops at between 500 and 600
* CTS tree: built
* Worst-Margin Slew at between 0.7 and 0.8 ns
* Reg clk slew, reported paths at ~0.06 ns
* RSZ-0062 raised after global routing: false
* Hold_sp: w_data[13]
* Routability cong. at approximately 0.96
* Rel. slew slack at between 40 and 50%
* Core area at approximately 47000 µm²
* Slowest Stage Delay on Critical Path at ~0.56 ns
* Biggest register: MEM
* Final setup viols at 0
* Worst Hold Depth at 2
* N_diodes at 0
* Worst-path cell chain: buf_4 -> buf_12 -> buf_4 -> mux4_2 -> a22o_1 -> a211oi_1 -> nor3_1 -> clkdlybuf4s50_1
* Max Clock Freq at ~220 MHz
* DIE WIDTH at between 200 and 250 µm
* Ys cells at between 1000 and 1500
* Iter 0 DRT Violations at roughly 930
* Post-DP HPWL at roughly 46000 µm
* Final hold vios at 0
* Req. time, crit path at around 3.8 ns
* Worst path slowest cell: a211oi_1
* Full die area at about 49000 µm²
* Period utilization at a little over nine tenths
* Proportion of layout cells with a drive suffix above 1 at 30.9%
* Critical Path Start Type: primary input
* CTS root buf: clkbuf_16
* Final WL at between 60000 and 70000 µm
* CP endpoint kind: output port
* GRT overflow at 0
* Clock sink count at slightly above 500
* Std cell rows at between 70 and 80
* CP delay by family, top: buffers and inverters
* Avg Cell Area, Syn at 18.9 µm²
* Vias in the first global route at ~15000
* Detail Route Antenna Nets at 0
* Clock buffer depth at 3
* Num CTS Buffers at roughly 53
* First-pass GRT wire length at 100000 µm
* Initial Util at between 50% and 60%
* Fin. max-slew vios at 0
* Synth warn at 1
* Worst Setup SP: r1_addr[2]
* Drc violations at 0
* Finished Core Util at 59.3%
* Drt pass-1 iters at 16
* Arrival time at the worst endpoint at between 3 and 4 ns
* Via-per-instance ratio at approximately 6.7
* Status: complete, no violations
* Via Count at 13900
* Critical path depth in cells at 8
* Leakage at 9.22 nW
* Post-synthesis sequential area ratio at ~64%
* Most frequent logic cell in the layout: edfxtp_1
* Layout Cells excl Fill at 2080
* Log Warnings at 25
* Most frequent cells in the layout: 512 x edfxtp_1, 173 x mux4_2, 154 x mux2i_1, 134 x buf_4, 57 x clkdlybuf4s50_1
* Worst IR drop on VDD at about 0.26 mV
* Fin crit period at 4.54 ns
* Boundary pin count at ~65
* Worst hold path type: primary input to flop
* DIE HEIGHT at 221 µm
* Synth flops at approximately 510
* Pin count of the biggest net entering global routing at ~42
* Gate Count Post-Synth at about 1300
* IO buf count at between 60 and 70
* Routed WL per cell at 33.0 µm
[final cells by class]
type                            instances  area (µm²)
Clock inverter                         27         245
Multi-Input combinational cell        655        8090
Inverter                                2        7.51
Tap cell                              607         759
Timing Repair Buffer                  211        1930
Sequential cell                       512       15400
Fill cell                            3377       19000
Clock buffer                           66        1400
[worst max path at each step]
stage / to / slack [ns]
final: r1_data[15] / 0.16
after global routing: r1_data[15] / 0.05
after CTS: r1_data[10] / 0.008
[synthesized netlist by cell type]
library cell	instances	area share [%]
edfxtp_1	512	64
mux4_2	173	16
mux2i_1	154	6.4
a22oi_1	46	1.4
clkbuf_1	46	0.72
nor2_1	36	0.56
a211oi_1	30	0.94
a22o_1	30	1.1
nor3_1	25	0.52
o22ai_1	24	0.63
nor2b_1	20	0.52
buf_6	18	0.85
buf_2	17	0.36
a21oi_1	16	0.33
a2111oi_0	15	0.55
o221ai_1	15	0.55
buf_4	14	0.44
mux4_1	14	1.5
mux2_2	9	0.42
nor4_1	9	0.24
a31oi_1	7	0.18
nand3b_1	7	0.22
or3b_2	5	0.18
nand2_1	4	0.063
and2_1	3	0.078
buf_8	3	0.19
nand3_1	3	0.063
or3_1	3	0.078
clkbuf_4	2	0.063
a21boi_0	1	0.031
a32o_1	1	0.042
and3_1	1	0.026
and4_1	1	0.037
buf_1	1	0.016
clkinv_1	1	0.016
inv_1	1	0.016
nand2b_1	1	0.026
o32ai_1	1	0.037
or2_2	1	0.026
[cell families after synthesis]
logic type             Yosys count  synth area share [%]
AOI/OAI and AO/OA              186                  5.83
buffers and inverters          103                  2.66
DFF                            512                  64.2
muxes                          350                  24.7
and+or+nand+nor                119                  2.64
[layer usage]
metal  vias up  track usage [%]  part of all wire, %
met5         -            0.880                 0.13
met4         4             8.87                  3.8
met3       146             23.1                   17
met2       946             45.3                   46
met1      6952             42.8                   33
li1       5841                -                    -
[where the power goes]
| group | total, mW | switching, mW | internal, mW |
|---|---|---|---|
| logic | 0.990 | 0.540 | 0.450 |
| clock network | 4.01 | 1.70 | 2.31 |
| registers | 5.10 | 0.0226 | 5.08 |
| total | 10.1 | 2.26 | 7.84 |
[metrics by stage]
| step | cell area, µm² | TNS [ns] | hold slack, ns | worst slack (ns) | power, mW |
|---|---|---|---|---|---|
| after floorplan | 23900 | 0 | 1.04 | 1.38 | 5.70 |
| after global placement | 26100 | -0.616 | 1.79 | -0.254 | 6.17 |
| after detailed placement | 26100 | -0.643 | 1.80 | -0.276 | 6.17 |
| after CTS | 27800 | 0 | 1.13 | 0.00850 | 10.2 |
| after global routing | 27800 | 0 | 1.18 | 0.0453 | 10.4 |
| final | 27800 | 0 | 1.16 | 0.164 | 10.1 |
[repair_timing]
action	CTS	global route
setup buffers	3	0
hold buffers	0	0
endpoints found under the hold margin	0	0
resized	8	5
endpoints found under the setup margin	9	11
Power and IR drop assume default switching activity.
